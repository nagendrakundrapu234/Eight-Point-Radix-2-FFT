==> flow/design.v <==
module radix8(clk,r0,r1,r2,r3,r4,r5,r6,r7,i0,i1,i2,i3,i4,i5,i6,i7,
                    x0,x1,x2,x3,x4,x5,x6,x7,y0,y1,y2,y3,y4,y5,y6,y7);
input clk;
input [17:0]r0,r1,r2,r3,r4,r5,r6,r7,i0,i1,i2,i3,i4,i5,i6,i7;
output reg [17:0]x0,x1,x2,x3,x4,x5,x6,x7,y0,y1,y2,y3,y4,y5,y6,y7;
always@(posedge clk)
begin
x0=r0+r4; y0=i0+i4;
x1=r1+r5; y1=i1+i5;
x2=r2+r6; y2=i2+i6;
x3=r3+r7; y3=i3+i7;
x4=r0-r4; y4=i0-i4;
x5=r1-r5; y5=i1-i5;
x6=r2-r6; y6=i2-i6;
x7=r3-r7; y7=i3-i7;
end
endmodule
module radix4(clk,r0,r1,r2,r3,i0,i1,i2,i3,
                    x0,x1,x2,x3,y0,y1,y2,y3);
input clk;
input [35:0]r0,r1,r2,r3,i0,i1,i2,i3;
output reg [35:0]x0,x1,x2,x3,y0,y1,y2,y3;
always@(posedge clk)
begin
x0=r0+r2; 
y0=i0+i2;
x1=r1+r3; 
y1=i1+i3;
x2=r0-r2; 
y2=i0-i2;
x3=r1-r3; 
y3=i1-i3;
end
endmodule
module radix2(clk,r0,r1,i0,i1,x0,x1,y0,y1);
input clk;
input [35:0]r0,r1,i0,i1;
output reg [35:0]x0,x1,y0,y1;
always@(posedge clk)
begin
x0=r0+r1; y0=i0+i1;
x1=r0-r1; y1=i0-i1;
end
endmodule
module add(clk,a,b,out);
input clk;
input [35:0]a,b;
output reg [35:0]out;
reg [36:0]x;
reg [35:0]t1=0,t2=0;
always@(posedge clk)
begin
out=a+b;
end
endmodule
module sub(clk,a,b,out);
input clk;
input [35:0]a,b;
output reg [35:0]out;
always@(posedge clk)
begin
out=a-b;
end
endmodule
module multi_trunc(clk,a,b,out);
input clk;
input [17:0]a,b;
output reg [35:0]out=0;
reg [35:0]x=0;
wire [17:0]s1,s2;
assign s1=(a[17]==1)?((~a)+1):a;
assign s2=(b[17]==1)?((~b)+1):b;
always@(posedge clk)
begin
x=s1*s2;
out=x;
if(a[17]^b[17])
     out=(~out)+1;
else
     out=out;
end
endmodule
module fft_18bit(clk,r0,r1,r2,r3,r4,r5,r6,r7,i0,i1,i2,i3,i4,i5,i6,i7,
            or0,or1,or2,or3,or4,or5,or6,or7,oi0,oi1,oi2,oi3,oi4,oi5,oi6,oi7);
input clk;
input [17:0]r0,r1,r2,r3,r4,r5,r6,r7,i0,i1,i2,i3,i4,i5,i6,i7;
output [35:0]or0,or1,or2,or3,or4,or5,or6,or7,oi0,oi1,oi2,oi3,oi4,oi5,oi6,oi7;
wire [17:0]wr0=1000,wi0=0,wr1=707,wi1=-707,wr2=0,wi2=-1000,wr3=-707,wi3=-707; 
wire [17:0]sr0,sr1,sr2,sr3,sr4,sr5,sr6,sr7,si0,si1,si2,si3,si4,si5,si6,si7;
wire [35:0]tr0,tr1,tr2,tr3,tr4,tr5,tr6,tr7,ti0,ti1,ti2,ti3,ti4,ti5,ti6,ti7;
wire [35:0]ur0,ur1,ur2,ur3,ur4,ur5,ur6,ur7,ui0,ui1,ui2,ui3,ui4,ui5,ui6,ui7;
wire [35:0]vr0,vr1,vr2,vr3,vi0,vi1,vi2,vi3;
wire [35:0]c0,c1,c2,c3,c4,c5,c6,c7,c8,c9,c10,c11,c12,c13,c14,c15;
radix8 m1(clk,r0,r1,r2,r3,r4,r5,r6,r7,i0,i1,i2,i3,i4,i5,i6,i7,
            sr0,sr1,sr2,sr3,sr4,sr5,sr6,sr7,si0,si1,si2,si3,si4,si5,si6,si7);
multi_trunc m60(clk,sr0,wr0,tr4);
multi_trunc m61(clk,si0,wr0,ti4);
multi_trunc m62(clk,sr1,wr0,tr5);
multi_trunc m63(clk,si1,wr0,ti5);
multi_trunc m64(clk,sr2,wr0,tr6);
multi_trunc m65(clk,si2,wr0,ti6);
multi_trunc m66(clk,sr3,wr0,tr7);
multi_trunc m67(clk,si3,wr0,ti7);
multi_trunc m2(clk,sr4,wr0,c0);
multi_trunc m3(clk,si4,wi0,c1);
sub m41(clk,c0,c1,tr0);
multi_trunc m4(clk,si4,wr0,c2);
multi_trunc m5(clk,sr4,wi0,c3);
add m42(clk,c2,c3,ti0);
multi_trunc m6(clk,sr5,wr1,c4);
multi_trunc m7(clk,si5,wi1,c5);
sub m43(clk,c4,c5,tr1);
multi_trunc m8(clk,si5,wr1,c6);
multi_trunc m9(clk,sr5,wi1,c7);
add m44(clk,c6,c7,ti1);
multi_trunc m10(clk,sr6,wr2,c8);
multi_trunc m11(clk,si6,wi2,c9);
sub m45(clk,c8,c9,tr2);
multi_trunc m12(clk,si6,wr2,c10);
multi_trunc m13(clk,sr6,wi2,c11);
add m46(clk,c10,c11,ti2);
multi_trunc m14(clk,sr7,wr3,c12);
multi_trunc m15(clk,si7,wi3,c13);
sub m47(clk,c12,c13,tr3);
multi_trunc m16(clk,si7,wr3,c14);
multi_trunc m17(clk,sr7,wi3,c15);
add m48(clk,c14,c15,ti3);
radix4 m19(clk,tr0,tr1,tr2,tr3,ti0,ti1,ti2,ti3,ur4,ur5,ur6,ur7,ui4,ui5,ui6,ui7);
radix4 m18(clk,tr4,tr5,tr6,tr7,ti4,ti5,ti6,ti7,ur0,ur1,ur2,ur3,ui0,ui1,ui2,ui3);
assign vr0=ur2;
assign vi0=ui2;
assign vr1=ui3;
assign vi1=-ur3;
assign vr2=ur6;
assign vi2=ui6;
assign vr3=ui7;
assign vi3=-ur7;
radix2 m36(clk,ur0,ur1,ui0,ui1,or0,or4,oi0,oi4);
radix2 m37(clk,vr0,vr1,vi0,vi1,or2,or6,oi2,oi6);
radix2 m38(clk,ur4,ur5,ui4,ui5,or1,or5,oi1,oi5);
radix2 m39(clk,vr2,vr3,vi2,vi3,or3,or7,oi3,oi7);
endmodule
==> flow/run.sh <==
#!/bin/bash
# OpenROAD 26Q1-2900-gdf79404cd8, Yosys 0.63+post, stock flow scripts
make -C /OpenROAD-flow-scripts/flow DESIGN_CONFIG=/design/flow/config.mk WORK_HOME=/design/flow/orfs finish
==> flow/config.mk <==
export PLATFORM = sky130hd
export DESIGN_NAME = fft_18bit
export DESIGN_NICKNAME = fft_18bit
export VERILOG_FILES = /design/flow/design.v
export SDC_FILE = /design/flow/constraint.sdc
export NUM_CORES = 4
export LEC_CHECK = 1
export CORE_UTILIZATION = 40
==> flow/constraint.sdc <==
current_design fft_18bit

set clk_period 16.2
set clk_io_pct 0.2

create_clock -name clk0 -period $clk_period [get_ports {clk}]

set non_clock_inputs [all_inputs -no_clocks]
set_input_delay [expr $clk_period * $clk_io_pct] -clock clk0 $non_clock_inputs
set_output_delay [expr $clk_period * $clk_io_pct] -clock clk0 [all_outputs]
==> Changelog: implementation <==
## Implementation

* Outcome: finished clean
* Post-DP HPWL at 488 mm
* Clock Tree Buf Depth at 4
* Antenna Nets Post-Route at 0
* Post-CTS Setup Bufs at 0
* H-tree levels at 5
* WS Path Type: reg -> reg
* R2R Path End: m63.out[26]$_DFF_P_
* Initial antenna violation count at 76
* Final setup vio count at 0
* Slew headroom at 30.6%
* R2R Path Start: m1.y1[0]$_DFF_P_
* Total die area at 454000 µm²
* Finished Core Util at 45.6%
* Final instance area at 205000 µm²
* Fin. max-slew vios at 0
* Hold path cells at 0
* Die Wd at 674 µm
* CP Launch Point: m1.y1[0]$_DFF_P_
* Fmax at 0.122 GHz
* Largest stage delay on the critical path at 670 ps
* Cts hold-fix bufs at 0
* Crit-path max FO at 20
* Routability cong. at 1.02
* Async SR Flop Fraction at 0%
* CTS Sinks at 2228
* Hold Crit Endpoint: m41.out[26]$_DFF_P_
* First-pass GRT wire length at 854 mm
* Yosys chip area at 181000 µm²
* Detailed Routing Iterations Pass 1 at 8
* Via density per instance at 5.10
* Fin crit share at 50.7%
* Share of layout cells above drive strength 1 at 4.03%
* Drt total wl at 573 mm
* Number of library cell types mapped by synthesis at 105
* Worst path cell trace: buf_4 > inv_1 > ha_1 > nand2_1 > or3_1 > or2_2 > o21ai_0 > xor2_1 > xnor2_1 > fa_1 > fa_1 > fa_1 > inv_1 > ha_1 > nand3_1 > a211oi_1 > nor3_1 > a21oi_1 > nor4_1 > o41ai_1 > xor2_1 > or3b_1 > o41ai_1 > xor2_1
* Crit-path leading delay family: adder cells
* Placement Rows at 246
* Seq share, synth at 24.7%
* Ys cells at 20900
* Crit-path slowest cell: o41ai_1
* Clock transition at path regs at 60 ps
* Cell Area, Synth at 181000 µm²
* Worst setup SP type: register
* Crit end category: register
* Worst r2r path cells at 24
* Unrepaired setup endpoints after global routing: no
* Core Region at 449000 µm²
* Ys Warns at 6
* Final hold slack at 307 ps
* Hold wc startpoint: m2.out[26]$_DFF_P_
* Dpl cell area at 195000 µm²
* CP required at 17010 ps
* Vias at 142000
* Gr ovfl total at 0
* Min cycle time layout at 8210 ps
* CTS Buf Count at 269
* Vias in the first global route at 136000
* Critical Path AT at 9030 ps
* Post-CTS sizing at 0
* Layout Skew at 82.1 ps
* Die span in y at 674 µm
* Largest net degree at the start of global routing at 79
* WL/cell at 20.6 µm
* Area delta synth->final at 13.4%
* Clk ins delay skew pair at 950 ps
* Flops out of synthesis at 2228
* Top Ports at 865
* Root buffer cell: clkbuf_16
* EDFF count, synth at 0
* Syn avg cell area at 8.66 µm²
* Final TNS setup at 0 ps
* Log Warnings at 789
* Post-route DRC at 0
* TritonCTS clock tree: done
* HP Class: reg -> reg
* Post-synthesis cell count at 20900
* Gr usage total at 25.7%
* Fp util at 40.2%
* I/O Buffers at 840
* Main flop type: dfxtp_1
* Crit path buf inv count at 3
* Max_cap viols at 0
* Fin. Hold Viols at 0
* Worst slew pin tran at 1030 ps
* DR iter-0 viols at 8954
-- cells by family after synthesis --
| kind of cell | share of synthesized area [%] |
|---|---|
| and+or+nand+nor | 12.8 |
| AOI/OAI and AO/OA | 16.4 |
| buffers and inverters | 7.39 |
| adders and majority gates | 26.1 |
| xor gates and xnor gates | 12.5 |
| DFF | 24.7 |
| muxes | 0.141 |
| other | 0.00208 |
-- cell type report --
type | instances | area (µm²)
antenna | 98 | 245
clock buffer | 330 | 7360
clock inverter | 149 | 1860
fill | 43000 | 245000
inverter | 2904 | 10900
multi-input combinational | 15100 | 123000
sequential | 2228 | 44600
tap | 5952 | 7450
timing repair buffer | 996 | 9580
-- sequential cells by signal, indices dropped and copies added (netlist names), 36 cells and up --
signal and flops:
m15.out 36, m17.out 36, m19.x1 36, m39.x0 36
m44.out 36, m48.out 36, m6.out 36, m7.out 36
-- placed cells by master, fill, tap and decap left out, types with 89 or more instances in the layout --
cell / Yosys / routed
inv_1: 2892 / 2892
ha_1: 2449 / 2449
dfxtp_1: 2228 / 2216
xnor2_1: 1768 / 1768
nor2_1: 1521 / 1521
a21oi_1: 1459 / 1459
clkdlybuf4s50_1: 0 / 840
xor2_1: 820 / 820
fa_1: 810 / 810
nand2_1: 799 / 799
o21ai_0: 794 / 794
nor3_1: 454 / 454
a21o_1: 336 / 336
o21bai_1: 324 / 324
nand2b_1: 322 / 322
clkbuf_16: 0 / 273
nor2b_1: 264 / 264
o21a_1: 258 / 258
or3_1: 228 / 228
nand3_1: 208 / 208
o31ai_1: 185 / 185
a31oi_1: 159 / 159
buf_4: 35 / 156
a211oi_1: 136 / 136
or2_2: 132 / 132
and3_1: 128 / 128
o211ai_1: 114 / 114
or4_1: 107 / 107
nor4_1: 105 / 105
diode_2: 0 / 98
and2_1: 95 / 95
o41ai_1: 89 / 89
-- metrics by stage --
| step | setup WS, ps | std cells |
|---|---|---|
| final | 7990 | 27800 |
| after global routing | 7430 | 27800 |
| after CTS | 8040 | 27700 |
| after detailed placement | 8160 | 27200 |
| after global placement | 8160 | 27200 |
| after floorplan | 8760 | 20900 |
-- cell usage after synthesis (all sizes together), types with 77 or more instances --
library cell     n  area share [%]
a21oi         1459             4.0
o41ai           91            0.45
inv           2892             6.0
nor2b          264            0.91
or2            134            0.46
and2            96            0.33
fa             810             9.0
o21ai          805             2.2
a211oi         137            0.57
o31ai          186            0.78
clkbuf         552             1.1
or4            109            0.46
a21o           336             1.4
a31oi          159            0.55
nand4           86            0.30
nand2b         322             1.1
nand2          799             1.7
xnor2         1768             8.6
or3            228            0.79
o31a            77            0.37
o211ai         114            0.47
dfxtp         2228              25
nor2          1522             3.2
xor2           820             4.0
nand3          208            0.58
nor4           108            0.39
ha            2449              17
nor3           455             1.3
and3           128            0.44
o21a           258             1.1
o21bai         324             1.3
-- per-layer routing --
metal	wire, µm	vias up	GRT usage (%)
li1	-	71400	-
met1	258000	66100	36.9
met2	257000	3429	39.6
met3	32200	716	4.05
met4	26700	12	10.4
met5	82	-	0
-- worst max-delay path by stage --
stage,end,slack (ps),cells after the start
after CTS,m63.out[26]$_DFF_P_,8040,24
after global routing,m63.out[26]$_DFF_P_,7430,24
final,m63.out[26]$_DFF_P_,7990,24
